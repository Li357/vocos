--- ./run.sh ---
#!/bin/bash
# OpenROAD 26Q1-2900-gdf79404cd8, Yosys 0.63+post, stock flow scripts
make -C /OpenROAD-flow-scripts/flow DESIGN_CONFIG=/design/flow/config.mk WORK_HOME=/design/flow/orfs finish
--- ./constraint.sdc ---
current_design manta

set clk_period 3.9
set clk_io_pct 0.2

create_clock -name clk0 -period $clk_period [get_ports {clk}]

set non_clock_inputs [all_inputs -no_clocks]
set_input_delay [expr $clk_period * $clk_io_pct] -clock clk0 $non_clock_inputs
set_output_delay [expr $clk_period * $clk_io_pct] -clock clk0 [all_outputs]
--- ./config.mk ---
export PLATFORM = sky130hd
export DESIGN_NAME = manta
export DESIGN_NICKNAME = manta
export VERILOG_FILES = /design/flow/design.v
export SDC_FILE = /design/flow/constraint.sdc
export NUM_CORES = 4
export LEC_CHECK = 1
export CORE_UTILIZATION = 30
--- ./design.v ---
package constants;
  parameter SYNTH_CYCLES = 512;
  parameter PDM_CYCLES = 8;
  parameter SYNTH_WIDTH = 24;
  parameter SYNTH_PHASE_ACC_BITS = 24;
  parameter N_FILTERS = 16;
  parameter MIDI_BYTES = 24;
endpackage
`default_nettype none
`timescale 1ns/1ps
module manta (
    input wire clk,
    input wire rx,
    output reg tx,
    input wire [31:0] mic_level,
    input wire [31:0] filtered);
    uart_rx #(.CLOCKS_PER_BAUD(32)) urx (
        .clk(clk),
        .rx(rx),
        .data_o(urx_brx_data),
        .valid_o(urx_brx_valid));
    reg [7:0] urx_brx_data;
    reg urx_brx_valid;
    bridge_rx brx (
        .clk(clk),
        .data_i(urx_brx_data),
        .valid_i(urx_brx_valid),
        .addr_o(brx_voxos_io_addr),
        .data_o(brx_voxos_io_data),
        .rw_o(brx_voxos_io_rw),
        .valid_o(brx_voxos_io_valid));
    reg [15:0] brx_voxos_io_addr;
    reg [15:0] brx_voxos_io_data;
    reg brx_voxos_io_rw;
    reg brx_voxos_io_valid;
    voxos_io voxos_io_inst (
        .bus_clk(clk),
        .user_clk(clk),
        .mic_level(mic_level),
        .filtered(filtered),
        .addr_i(brx_voxos_io_addr),
        .data_i(brx_voxos_io_data),
        .rw_i(brx_voxos_io_rw),
        .valid_i(brx_voxos_io_valid),
        .addr_o(),
        .data_o(voxos_io_btx_data),
        .rw_o(voxos_io_btx_rw),
        .valid_o(voxos_io_btx_valid));
    reg [15:0] voxos_io_btx_data;
    reg voxos_io_btx_rw;
    reg voxos_io_btx_valid;
    bridge_tx btx (
        .clk(clk),
        .data_i(voxos_io_btx_data),
        .rw_i(voxos_io_btx_rw),
        .valid_i(voxos_io_btx_valid),
        .data_o(btx_utx_data),
        .start_o(btx_utx_start),
        .done_i(utx_btx_done));
    reg [7:0] btx_utx_data;
    reg btx_utx_start;
    reg utx_btx_done;
    uart_tx #(.CLOCKS_PER_BAUD(32)) utx (
        .clk(clk),
        .data_i(btx_utx_data),
        .start_i(btx_utx_start),
        .done_o(utx_btx_done),
        .tx(tx));
endmodule
module uart_rx (
    input wire clk,
    input wire rx,
    output reg [7:0] data_o,
    output reg valid_o);
    parameter CLOCKS_PER_BAUD = 0;
    localparam IDLE = 0;
    localparam BIT_ZERO = 1;
    localparam STOP_BIT = 9;
    reg	[3:0] state = IDLE;
    reg	[15:0] baud_counter = 0;
    reg zero_baud_counter;
    assign zero_baud_counter = (baud_counter == 0);
    reg ck_uart = 1;
    reg	q_uart = 1;
    always @(posedge clk)
        { ck_uart, q_uart } <= { q_uart, rx };
    always @(posedge clk)
        if (state == IDLE) begin
            state <= IDLE;
            baud_counter <= 0;
            if (!ck_uart) begin
                state <= BIT_ZERO;
                baud_counter <= CLOCKS_PER_BAUD+CLOCKS_PER_BAUD/2-1'b1;
            end
        end
        else if (zero_baud_counter) begin
            state <= state + 1;
            baud_counter <= CLOCKS_PER_BAUD-1'b1;
            if (state == STOP_BIT) begin
                state <= IDLE;
                baud_counter <= 0;
            end
        end
        else baud_counter <= baud_counter - 1'b1;
    always @(posedge clk)
        if ( (zero_baud_counter) && (state != STOP_BIT) )
            data_o <= {ck_uart, data_o[7:1]};
    initial	valid_o = 1'b0;
    always @(posedge clk)
        valid_o <= ( (zero_baud_counter) && (state == STOP_BIT) );
endmodule
module bridge_rx (
    input wire clk,
    input wire [7:0] data_i,
    input wire valid_i,
    output reg [15:0] addr_o,
    output reg [15:0] data_o,
    output reg rw_o,
    output reg valid_o);
    initial addr_o = 0;
    initial data_o = 0;
    initial rw_o = 0;
    initial valid_o = 0;
    function [3:0] from_ascii_hex;
        input [7:0] c;
        if ((c >= 8'h30) && (c <= 8'h39)) from_ascii_hex = c - 8'h30;
        else if ((c >= 8'h41) && (c <= 8'h46)) from_ascii_hex = c - 8'h41 + 'd10;
        else from_ascii_hex = 0;
    endfunction
    function is_ascii_hex;
        input [7:0] c;
        if ((c >= 8'h30) && (c <= 8'h39)) is_ascii_hex = 1;  
        else if ((c >= 8'h41) && (c <= 8'h46)) is_ascii_hex = 1;  
        else is_ascii_hex = 0;
    endfunction
    reg [7:0] buffer [7:0];  
    localparam IDLE = 0;
    localparam READ = 1;
    localparam WRITE = 2;
    reg [1:0] state = 0;
    reg [3:0] byte_num = 0;
    always @(posedge clk) begin
        addr_o <= 0;
        data_o <= 0;
        rw_o <= 0;
        valid_o <= 0;
        if (state == IDLE) begin
            byte_num <= 0;
            if (valid_i) begin
                if (data_i == "R") state <= READ;
                if (data_i == "W") state <= WRITE;
           end
        end
        else begin
            if (valid_i) begin
                byte_num <= byte_num + 1;
                buffer[byte_num] <= data_i;
                if(state == READ) begin
                    if(byte_num < 4) begin
                        if(!is_ascii_hex(data_i)) state <= IDLE;
                    end
                    else if(byte_num == 4) begin
                        state <= IDLE;
                        if((data_i == 8'h0D) || (data_i == 8'h0A)) begin
                            addr_o <=   (from_ascii_hex(buffer[0]) << 12) |
                                        (from_ascii_hex(buffer[1]) << 8)  |
                                        (from_ascii_hex(buffer[2]) << 4)  |
                                        (from_ascii_hex(buffer[3]));
                            data_o <= 0;
                            rw_o <= 0;
                            valid_o <= 1;
                        end
                    end
                end
                if(state == WRITE) begin
                    if(byte_num < 8) begin
                        if(!is_ascii_hex(data_i)) state <= IDLE;
                    end
                    else if(byte_num == 8) begin
                        state <= IDLE;
                        if((data_i == 8'h0A) || (data_i == 8'h0D)) begin
                            addr_o <=   (from_ascii_hex(buffer[0]) << 12) |
                                        (from_ascii_hex(buffer[1]) << 8)  |
                                        (from_ascii_hex(buffer[2]) << 4)  |
                                        (from_ascii_hex(buffer[3]));
                            data_o <=   (from_ascii_hex(buffer[4]) << 12) |
                                        (from_ascii_hex(buffer[5]) << 8)  |
                                        (from_ascii_hex(buffer[6]) << 4)  |
                                        (from_ascii_hex(buffer[7]));
                            rw_o <= 1;
                            valid_o <= 1;
                        end
                    end
                end
            end
        end
    end
endmodule
module voxos_io (
    input wire bus_clk,
    input wire user_clk,
    input wire [31:0] mic_level,
    input wire [31:0] filtered,
    input wire [15:0] addr_i,
    input wire [15:0] data_i,
    input wire rw_i,
    input wire valid_i,
    output reg [15:0] addr_o,
    output reg [15:0] data_o,
    output reg rw_o,
    output reg valid_o
    );
    parameter BASE_ADDR = 0;
    reg strobe = 0;
    reg [31:0] mic_level_buf = 0;
    reg [31:0] filtered_buf = 0;
    initial begin
    end
    always @(posedge user_clk) begin
        if(strobe) begin
            mic_level_buf <= mic_level;
            filtered_buf <= filtered;
        end
    end
    always @(posedge bus_clk) begin
        addr_o <= addr_i;
        data_o <= data_i;
        rw_o <= rw_i;
        valid_o <= valid_i;
        if( (valid_i) && (addr_i >= BASE_ADDR) && (addr_i <= BASE_ADDR + 4)) begin
            if(!rw_i) begin
                case (addr_i)
                    BASE_ADDR + 0: data_o <= strobe;
                    BASE_ADDR + 1: data_o <= mic_level_buf[15:0];
                    BASE_ADDR + 2: data_o <= mic_level_buf[31:16];
                    BASE_ADDR + 3: data_o <= filtered_buf[15:0];
                    BASE_ADDR + 4: data_o <= filtered_buf[31:16];
                endcase
            end
            else begin
                case (addr_i)
                    BASE_ADDR + 0: strobe <= data_i;
                endcase
            end
        end
    end
endmodule
module bridge_tx (
    input wire clk,
    input wire [15:0] data_i,
    input wire rw_i,
    input wire valid_i,
    output reg [7:0] data_o,
    output reg start_o,
    input wire done_i);
    function [7:0] to_ascii_hex;
        input [3:0] n;
        to_ascii_hex = (n < 10) ? (n + 8'h30) : (n + 8'h41 - 'd10);
    endfunction
    localparam PREAMBLE = "D";
    localparam CR = 8'h0D;
    localparam LF = 8'h0A;
    reg busy = 0;
    reg [15:0] buffer = 0;
    reg [3:0] count = 0;
    assign start_o = busy;
    always @(posedge clk) begin
        if (!busy) begin
            if (valid_i && !rw_i) begin
                busy <= 1;
                buffer <= data_i;
            end
        end
        if (busy) begin
            if(done_i) begin
                count <= count + 1;
                if (count > 5) begin
                    count <= 0;
                    if (valid_i && !rw_i) buffer <= data_i;
                    else busy <= 0;
                end
            end
        end
    end
    always @(*) begin
        case (count)
            0: data_o = PREAMBLE;
            1: data_o = to_ascii_hex(buffer[15:12]);
            2: data_o = to_ascii_hex(buffer[11:8]);
            3: data_o = to_ascii_hex(buffer[7:4]);
            4: data_o = to_ascii_hex(buffer[3:0]);
            5: data_o = CR;
            6: data_o = LF;
            default: data_o = 0;
        endcase
    end
endmodule
module uart_tx (
	input wire clk,
	input wire [7:0] data_i,
	input wire start_i,
	output reg done_o,
	output reg tx);
	parameter CLOCKS_PER_BAUD = 0;
	reg [$clog2(CLOCKS_PER_BAUD)-1:0] baud_counter = 0;
	reg [8:0] buffer = 0;
	reg [3:0] bit_index = 0;
	initial done_o = 1;
	initial tx = 1;
	always @(posedge clk) begin
		if (start_i && done_o) begin
			baud_counter <= CLOCKS_PER_BAUD - 1;
			buffer <= {1'b1, data_i};
			bit_index <= 0;
			done_o <= 0;
			tx <= 0;
		end
		else if (!done_o) begin
			baud_counter <= baud_counter - 1;
			done_o <= (baud_counter == 1) && (bit_index == 9);
			if (baud_counter == 0) begin
				baud_counter <= CLOCKS_PER_BAUD - 1;
				if (bit_index < 9) begin
					tx <= buffer[bit_index];
					bit_index <= bit_index + 1;
				end
				else begin
					if(start_i) begin
						buffer <= {1'b1, data_i};
						bit_index <= 0;
						tx <= 0;
					end
					else done_o <= 1;
				end
			end
		end
	end
endmodule
`default_nettype wire
==> results.json <==
{
  "place_inst": 1434,
  "async_reset_ff_share_pct": 0,
  "startpoint_type": "flop",
  "grt-ovfl-total": 0,
  "die_area_um2": 37360,
  "io_buffers": 66,
  "min_from": "urx.q_uart",
  "max_freq_mhz": 425.0,
  "first_pass_iters": 15,
  "clkTransAtPathRegs_ps": 60,
  "power_switching_mw": 1.307,
  "grt_pass1_wl_um": 35610,
  "regArea_um2": 6706,
  "synth_cell_types": 73,
  "critPathCaptureType": "flop",
  "tool_warnings": 54,
  "drt_iter0_drc": 355,
  "clockBufferDepth": 3,
  "yosysTopAreaCellShare_pct": 42.13,
  "post_cts_resized": 0,
  "netlist_area_um2": 10980,
  "critical_path_required_ps": 4080,
  "cap_violations": 0,
  "dp_hpwl_um": 15580,
  "syn-instance-count": 922,
  "cts_root_buf": "clkbuf_16",
  "chipHeight_um": 193.3,
  "flop_cell": "edfxtp_1",
  "cts.sinks": 258,
  "rsz0062_at_grt": "no",
  "final_antenna_net_count": 0,
  "layoutNonFillerInstCount": 1485,
  "power.internal_mw": 4.821,
  "aoi_share_pct": 11.23,
  "status": "finished clean",
  "worstReg2RegStart": "urx.baud_counter[3]",
  "dpl_worst_slack_ps": 1547,
  "fill_cells": 3364,
  "p_leak_nw": 4.674,
  "cts_buffers": 27,
  "clock_latency_ps": 550,
  "gp_congestion": 0.8743,
  "synthTopLogicFamily": "simple AND/OR/NAND/NOR gates",
  "rr_worst_depth": 4,
  "critPathMaxFanout": 8,
  "tritoncts": "yes",
  "mi_logic_area_um2": 3983,
  "globalRouteTotalUtil_pct": 12.31,
  "finalMaxSlewViolations": 0,
  "final_cell_mix": "edfxtp_1, nor2_1, dfxtp_1",
  "synth-warning-count": 7,
  "vias": 6990,
  "seq_power_share_pct": 49.9,
  "yosys-stat-cells": 922,
  "die_w_um": 193.3,
  "min_to": "urx.ck_uart",
  "rows": 69,
  "yosys_area_um2": 10980,
  "drive_gt1_share_pct": 9.384,
  "critical_path_arrival_ps": 2540,
  "wl_um": 21940,
  "postSynthAreaPerCell_um2": 11.91,
  "h-tree-depth": 1,
  "final_cell_area_um2": 13180,
  "synth_flops": 258,
  "fin_tns_setup_ps": 0,
  "postPlaceCellArea_um2": 12180,
  "drc": 0,
  "fp_util_pct": 30.64,
  "pwr-share-comb_pct": 5.5,
  "ir_worst_vdd_v": 0.0003669,
  "xor_area_share_pct": 3.271,
  "postSynthSeqShare_pct": 61.10,
  "period_used_pct": 60.33,
  "timing.rr.end": "urx.data_o[4]",
  "slew_headroom_pct": 36.33,
  "ys_sh_adder_pct": 5.357,
  "tightest_slew_ps": 952.7,
  "post-synth-top-area-cell": "edfxtp_1",
  "p_per_area_nw_per_um2": 465.1,
  "hold_class": "reg2reg",
  "via_per_inst": 4.707,
  "worst_slack_ps": 1547,
  "grt_max_degree": 39,
  "antenna_found_initial": 1,
  "synth.cellmix.simpleShare_pct": 13.25,
  "cts_setup_buffers": 0,
  "finalPower_mw": 6.128,
  "cts_hold_buf": 0,
  "grt_pass1_vias": 6880,
  "area_leaders": "edfxtp_1, dfxtp_1, ha_1",
  "wl_per_cell_um": 14.77,
  "ys_sh_mux_pct": 3.135,
  "io_pins": 67,
  "hold_viol": 0,
  "finClkSkew_ps": 21.99,
  "sw_frac_of_total_pct": 21.33,
  "setup_viol": 0,
  "rrSetupSlack_ps": 1550,
  "crit_type": "reg2reg",
  "synth-edff-count": 154,
  "coreArea_um2": 35830,
  "pwr-share-clk_pct": 44.7,
  "syn2layout_area_growth_pct": 20.05,
  "lay_top_count": "edfxtp_1",
  "hold_depth": 0,
  "min_period_ps": 2353
}
[critical path: stages, from the launching register on]
cell	delay, ps
dfxtp_1	360
nor4_1	560
nand4b_1	190
or2_1	350
nor2b_1	520
[how the worst max path moves through the flow]
stage | startpoint | endpoint | slack (ps)
4_1_cts | urx.baud_counter[3] | urx.data_o[4] | 1520
6_report | urx.baud_counter[3] | urx.data_o[4] | 1550
5_1_grt | urx.baud_counter[3] | urx.data_o[4] | 1270
[flip-flops by register name (all words and copies together) (netlist names), 4 cells and up]
| name | flops |
|---|---|
| voxos_io_inst.filtered_buf | 32 |
| brx.buffer | 64 |
| urx.baud_counter | 16 |
| utx.buffer | 8 |
| utx.bit_index | 4 |
| brx.data_o | 16 |
| voxos_io_inst.mic_level_buf | 32 |
| brx.byte_num | 4 |
| btx.count | 4 |
| brx.addr_o | 16 |
| urx.state | 4 |
| voxos_io_inst.data_o | 16 |
| urx.data_o | 8 |
| btx.buffer | 16 |
| utx.baud_counter | 5 |
[kinds of logic after synthesis]
logic type / after synthesis
AND-OR/OR-AND: 174
XOR/XNOR: 41
adder cells (fa/ha/maj): 47
buffers and inverters: 73
flip-flops: 258
multiplexers: 31
AND/OR/NAND/NOR: 298
[power groups by stage]
stage     clock, mW  combinational [mW]  sequential, mW
6_report       2.74               0.334            3.06
4_1_cts        2.80               0.337            3.06
5_1_grt        2.91               0.378            3.07
[layer usage]
metal	routed length, um	track usage, %	up-vias
met3	1304	3.075	38
met2	10430	19.69	138
met1	9752	17.84	3268
met5	0	0	-
li1	-	-	3546
met4	451	2.163	0
[area by class of cell]
class	instances	share of cell area (%)
well taps	461	4.377
repair buffers	76	5.583
clock buffers	39	6.694
flip-flops and latches	258	50.89
multi-input cells	591	30.22
clock inverters	11	0.8450
diodes	1	0.01899
inverters	48	1.367
[synthesized netlist by cell type (15+ instances only)]
library cell,number
edfxtp_1,154
nor2_1,119
dfxtp_1,104
nand2_1,65
inv_1,48
ha_1,47
xnor2_1,36
a31oi_1,28
o21ai_0,28
a21oi_1,24
clkbuf_1,18
mux2_2,17
nand3_1,17
a22oi_1,16
nor3_1,16
a22o_1,15
[through the flow]
stage	util (%)	hold WS (ps)
3_3_place_gp	34.00	315.4
6_report	36.78	328.4
4_1_cts	36.77	330.3
5_1_grt	36.77	334.3
2_1_floorplan	-	309.6
3_5_place_dp	34.00	315.7
No activity file was given, so power comes from the tool's default toggle rates.
