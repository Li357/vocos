===== ./run.sh =====
#!/bin/bash
# OpenROAD 26Q1-2900-gdf79404cd8, Yosys 0.63+post, stock flow scripts
make -C /OpenROAD-flow-scripts/flow DESIGN_CONFIG=/design/flow/config.mk WORK_HOME=/design/flow/orfs finish

===== ./config.mk =====
export PLATFORM = sky130hd
export DESIGN_NAME = seven_segment_controller
export DESIGN_NICKNAME = seven_segment_controller
export VERILOG_FILES = /design/flow/design.v
export SDC_FILE = /design/flow/constraint.sdc
export NUM_CORES = 4
export LEC_CHECK = 1
export CORE_UTILIZATION = 40

===== ./constraint.sdc =====
current_design seven_segment_controller

set clk_period 6.4
set clk_io_pct 0.2

create_clock -name clk0 -period $clk_period [get_ports {clk_in}]

set non_clock_inputs [all_inputs -no_clocks]
set_input_delay [expr $clk_period * $clk_io_pct] -clock clk0 $non_clock_inputs
set_output_delay [expr $clk_period * $clk_io_pct] -clock clk0 [all_outputs]

===== ./design.v =====
package constants;
  parameter SYNTH_CYCLES = 512;
  parameter PDM_CYCLES = 8;
  parameter SYNTH_WIDTH = 24;
  parameter SYNTH_PHASE_ACC_BITS = 24;
  parameter N_FILTERS = 16;
  parameter MIDI_BYTES = 24;
endpackage
module bto7s(
  input wire [3:0]   x_in,
  output logic [6:0] s_out
);
  logic [15:0] num;
  assign num[0] = x_in == 4'd0;
  assign num[1] = x_in == 4'd1; 
  assign num[2] = x_in == 4'd2;
  assign num[3] = x_in == 4'd3;
  assign num[4] = x_in == 4'd4;
  assign num[5] = x_in == 4'd5;
  assign num[6] = x_in == 4'd6;
  assign num[7] = x_in == 4'd7;
  assign num[8] = x_in == 4'd8;
  assign num[9] = x_in == 4'd9;
  assign num[10] = x_in == 4'd10;
  assign num[11] = x_in == 4'd11;
  assign num[12] = x_in == 4'd12;
  assign num[13] = x_in == 4'd13;
  assign num[14] = x_in == 4'd14;
  assign num[15] = x_in == 4'd15;
  assign s_out[0] = ~(num[1] || num[4] || num[11] || num[13]);
  assign s_out[1] = ~(num[5] || num[6] || num[11] || num[12] || num[14] || num[15]);
  assign s_out[2] = ~(num[2] || num[12] || num[14] || num[15]);
  assign s_out[3] = ~(num[1] || num[4] || num[7] || num[10] || num[15]);
  assign s_out[4] = ~(num[1] || num[3] || num[4] || num[5] || num[7] || num[9]);
  assign s_out[5] = ~(num[1] || num[2] || num[3] || num[7] || num[13]);
  assign s_out[6] = ~(num[0] || num[1] || num[7] || num[12]);
endmodule
`default_nettype none
module seven_segment_controller #(parameter COUNT_TO = 'd100_000)
                        (input wire         clk_in,
                         input wire         rst_in,
                         input wire [31:0]  val_in,
                         output logic[6:0]   cat_out,
                         output logic[7:0]   an_out
                        );
  logic [7:0]	segment_state;
  logic [31:0]	segment_counter;
  logic [3:0]	routed_vals;
  logic [6:0]	led_out;
  always_comb begin
    case (segment_state)
      8'b0000_0001: routed_vals = val_in[3:0]; 
      8'b0000_0010: routed_vals = val_in[7:4];
      8'b0000_0100: routed_vals = val_in[11:8];
      8'b0000_1000: routed_vals = val_in[15:12];
      8'b0001_0000: routed_vals = val_in[19:16];
      8'b0010_0000: routed_vals = val_in[23:20];
      8'b0100_0000: routed_vals = val_in[27:24];
      8'b1000_0000: routed_vals = val_in[31:28];
      default: routed_vals = 4'd1;
    endcase
  end
  bto7s mbto7s (.x_in(routed_vals), .s_out(led_out));
  assign cat_out = ~led_out;  
  assign an_out = ~segment_state;  
  always_ff @(posedge clk_in)begin
    if (rst_in)begin
      segment_state <= 8'b0000_0001;
      segment_counter <= 32'b0;
    end else begin
      if (segment_counter == COUNT_TO) begin
        segment_counter <= 32'd0;
        segment_state <= {segment_state[6:0],segment_state[7]};
      end else begin
        segment_counter <= segment_counter +1;
      end
    end
  end
endmodule  
`default_nettype wire

==> run notes <==
The run has ended; figures from its reports follow.

The run finished with clean final reports. The clock passes through at most 2 buffers. The minimum setup slack after placement came out at between 1000 and 1500 ps. The count of routing violations after the opening detailed-route iteration came out at 75. After clock tree synthesis, the clock-pin slew on the worst setup and hold paths is about 70 ps. After clock tree synthesis, the setup repair step added 0 buffers.

The I/O pin count came out at around 49. Once the floorplan was initialized, standard cells occupied 41.6% of the core. The proportion of power drawn by combinational gates came out at a little over a tenth. Ranked by total cell area, the synthesized netlist is headed by dfxtp_1, nor2_1, xor2_1. The number of warnings in the stage logs is 26.

STA classifies the critical path endpoint as an output pin. Total power for the finished layout comes to just over 0.5 mW. The die covers roughly 6500 um2. The number of hold-repair buffers added at the cts stage is 0. The first detailed-routing pass ran for 4 iterations. The number of enable flip-flop cells is 0. The final critical delay including setup and external delays is roughly 5300 ps. The maximum clock skew at final layout is approximately 6.8 ps. The TritonCTS clock tree is done. The total number of H-tree levels came out at 2.

The number of cells reported by Yosys stat comes to between 200 and 300. The timing report shows the most common cell along the critical path to be clkdlybuf4s50_1. According to the hold report, the worst path is of the reg -> reg type. According to the timing report, the critical path is captured at cat_out[0]. The share of layout cells above drive strength 1 is 8.77%. The detailed-route wire length per cell is around 13 um. The peak supply drop is 0.000149 V. In the final report, the number of hold violations comes to 0. In this run the critical register-to-register path is launched from segment_counter[0]$_SDFF_PP0_. According to the timing report, the data required time at the worst endpoint equals 5120 ps.

The cell area that synthesis handed to floorplanning was roughly 2500 um2. The number of sinks handled by clock tree synthesis came out at ~40. The final routed wirelength across all metal layers is roughly 5500 um. The chip area from the yosys synthesis statistics is about 2500 um2. The final report lists the setup-violating endpoint count as 0. The number of antenna violations at the first check in global routing came out at 0. The final HPWL from detailed placement came out at 4070 um. In the synthesized netlist the dominant register cell turns out to be dfxtp_1.

The core region area came out at between 5000 and 6000 um2. The delay of the slowest cell on the worst path is between 700 and 800 ps. For this design, the slowest cell found on the critical path is a2111oi_0. The reg-to-reg setup timing slack came out at 4180 ps. The final instance area came out at between 3000 and 4000 um2.

The post-route core utilization is 51.9%. The final-layout worst hold slack is 477 ps. Clock tree synthesis selected as its root buffer the cell clkbuf_8. The proportion of power drawn by flip-flops and latches is 49.9%. The placement row count is 28. Entering global routing, the biggest net connects 18 pins. The max-capacitance violation count is 0. The count of nets left with antenna violations after detail routing is 0. 0 antenna diodes ended up in the layout.

Detailed routing inserted a total of roughly 2,200 vias. The global-route wire length before repair is 8950 um. The fraction of power consumed by the clock network came out at between 30% and 40%. The power density over cell area came out at 163 nW/um2. The static leakage came out at roughly 1.1 nW. TritonCTS created 5 clock buffers. The insertion delay of the later-clocked pin in the worst-skew pair is ~290 ps.

Summed over all layers, the global routing overflow is 0. The net load switching power came out at around 0.10 mW. The critical path starts at val_in[17].

The critical path is of the in -> out type. For the worst reg-to-reg path, the endpoint reported by OpenROAD is segment_counter[9]$_SDFF_PP0_. The share of the clock period used by the worst path is 83.1%. The placed instance area came out at 2990 um2. The max-slew check reports its worst relative slack as approximately two fifths.

The growth of design area from synthesis to finish is 24.9%. The worst register-to-register path depth is 7. The number of instances resized during post-cts repair is 0.

The number of design rule violations left after detail routing came out at 0. Excluding fillers, the count of instances in the completed layout stands at 417. The number of cells in the design after placement is 409. The critical path goes through clkdlybuf4s50_1 -> nand3b_1 -> a2111oi_0 -> a2111oi_2 -> buf_4 -> and2_2 -> or3_1 -> a22oi_2 -> clkdlybuf4s50_1. The via count of the first global-routing pass is slightly below 2,000. Of the post-synthesis cell area, the dominant cell type holds approximately 32%.

Looking at the gate-level netlist, the highest instance count belongs to nor2_1. The number of port buffers came out at approximately 48. The share of the Yosys chip area taken by registers is about a third.

The post-synthesis async set-or-reset flop share came out at 0%. Counting instances in the post-synthesis netlist gives the leading cell types as nor2_1, dfxtp_1, nand3b_1, xor2_1, nand2_1. The internal power is between 0.4 and 0.5 mW. The tally of unique sky130hd cells used after synthesis is 49. The detail-routed via count per cell came out at approximately 5.2. The total negative slack came out at 0 ps.

The worst setup path is launched from an input pin. The maximum net fanout on the critical path came out at 12. The last weighted congestion value of the routability-driven placer is approximately 0.84. The synthesized netlist cell count came out at slightly below 300.

The mean instance size in the synthesized netlist came out at around 8.3 um2. The aggregate global-route resource usage is roughly 18%. The transition time at the pin with the least slew margin came out at between 800 and 900 ps.

The overall die height is roughly 81 um. In the final report, the number of pins over their slew limit comes to 0. The cell accounting for the most synthesized area is dfxtp_1. At the worst endpoint, the arrival time is between 4000 and 5000 ps. The maximum achievable frequency is approximately 0.19 GHz. The switching part of the total power is between 20 and 25%.

Setup repair after global routing left no endpoint under its margin. The horizontal die dimension came out at between 80 and 90 um. The number of filler cells placed in the layout is ~550.

The warning tally printed by Yosys for this design is 1. The setup slack after layout came out at approximately 1100 ps. The count of state elements after synthesis is roughly 40.
[layout by cell type, fill, tap and decap left out, types with 3 or more instances in the layout]
cell and count:
nor2_1 49, clkdlybuf4s50_1 48, dfxtp_1 40, xor2_1 21, nand3b_1 21, nand2_1 16
nand3_1 15, inv_1 14, xnor2_1 13, a2111oi_0 9, mux2i_1 8, nand4_1 8
o21ai_0 7, and4_1 5, clkbuf_8 5, nor3_1 4, a22o_1 4, a21oi_1 4
and3_1 4, nor4_1 4, buf_4 4, nor3_2 3
[power groups by stage]
stage	clock [mW]	combinational, mW	sequential (mW)
finish	0.199	0.0540	0.252
global route	0.213	0.0590	0.252
CTS	0.205	0.0545	0.252
[layer usage]
metal | vias to the layer above | share of wire, % | GRT usage [%]
met5 | - | 0 | 0
met1 | 975 | 50 | 26.1
li1 | 1139 | - | -
met4 | 0 | 1.2 | 1.79
met2 | 38 | 44 | 28.9
met3 | 5 | 5.1 | 2.65
[state kept, by name, indices dropped and copies added (netlist names)]
name,cells
segment_counter,32
segment_state,8
[final cells by class]
type	instances	area, um2	area share (%)
clock buffers	6	72.6	2.35
clock inverters	2	35.0	1.13
inverters	15	56.3	1.82
multi-input cells	227	1520	49.3
flip-flops and latches	40	801	25.9
well taps	75	93.8	3.03
repair buffers	52	510	16.5
[logic make-up after synthesis]
| kind of cell | Yosys count | synth area share, % |
|---|---|---|
| and+or+nand+nor | 141 | 31.0 |
| AOI/OAI and AO/OA | 40 | 12.8 |
| DFF | 40 | 32.3 |
| adders and majority gates | 3 | 1.41 |
| muxes | 9 | 3.69 |
| xor gates and xnor gates | 34 | 12.0 |
| buffers and inverters | 31 | 6.72 |
[how the worst min path moves through the flow]
stage,startpoint,endpoint,slack (ps),cells past startpoint
6_report,segment_counter[0]$_SDFF_PP0_,segment_counter[0]$_SDFF_PP0_,480,1
5_1_grt,segment_counter[0]$_SDFF_PP0_,segment_counter[0]$_SDFF_PP0_,500,1
4_1_cts,segment_counter[0]$_SDFF_PP0_,segment_counter[0]$_SDFF_PP0_,480,1
[worst max-delay path, delay by kind of cell]
kind / cells / cell delay (ps)
buffers and inverters: 3 / 1150
AOI/OAI and AO/OA: 3 / 1000
and+or+nand+nor: 3 / 600
No activity file was given, so power comes from the tool's default toggle rates.
