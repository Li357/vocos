**flow/design.v**
```verilog
package constants;
  parameter SYNTH_CYCLES = 512;
  parameter PDM_CYCLES = 8;
  parameter SYNTH_WIDTH = 24;
  parameter SYNTH_PHASE_ACC_BITS = 24;
  parameter N_FILTERS = 16;
  parameter MIDI_BYTES = 24;
endpackage
`default_nettype none
`timescale 1ns / 1ps
module lsfr31(
    input wire clk_in,
    input wire rst_in,
    output logic [30:0] data_out
);
    logic feedback;
    assign feedback = data_out[30] ^ data_out[5] ^ data_out[3] ^ data_out[1];
    always_ff @(posedge clk_in) begin
        if (rst_in) data_out <= ~31'b0;
        else data_out <= {data_out[29:0], feedback};
    end
endmodule
`default_nettype wire
```
**flow/run.sh**
```bash
#!/bin/bash
# OpenROAD 26Q1-2900-gdf79404cd8, Yosys 0.63+post, stock flow scripts
make -C /OpenROAD-flow-scripts/flow DESIGN_CONFIG=/design/flow/config.mk WORK_HOME=/design/flow/orfs finish
```
**flow/config.mk**
```make
export PLATFORM = sky130hd
export DESIGN_NAME = lsfr31
export DESIGN_NICKNAME = lsfr31
export VERILOG_FILES = /design/flow/design.v
export SDC_FILE = /design/flow/constraint.sdc
export NUM_CORES = 4
export LEC_CHECK = 1
export CORE_AREA = 10 10 90 90
export DIE_AREA = 0 0 100 100
```
**flow/constraint.sdc**
```tcl
current_design lsfr31

set clk_period 1.0
set clk_io_pct 0.2

create_clock -name clk0 -period $clk_period [get_ports {clk_in}]

set non_clock_inputs [all_inputs -no_clocks]
set_input_delay [expr $clk_period * $clk_io_pct] -clock clk0 $non_clock_inputs
set_output_delay [expr $clk_period * $clk_io_pct] -clock clk0 [all_outputs]
```
==> qor.json <==
{
  "status": {
    "result_of_the_run": "finished, final reports clean"
  },
  "clock_tree": {
    "cts_inserted_buffers": 5,
    "clock_tree.root_cell": "sky130_fd_sc_hd__clkbuf_8",
    "clkTransAtPathRegs_ns": 0.07,
    "tritoncts": "built",
    "cts_num_sinks": 31,
    "worst_skew_pair.late_latency_ns": 0.28,
    "clock_tree.buffer_depth": 2,
    "h_tree_levels": 2
  },
  "drt": {
    "routed-via-count": 577,
    "drc_errors": 0,
    "antenna_cells_inserted": 0,
    "antenna_left": 0,
    "routed_wirelength_mm": 2.11,
    "drt-initial-drc-count": 30,
    "route.detailed.vias_per_inst": 3.05,
    "drtPass1Iterations": 4,
    "detail_route.wl_per_cell_um": 11.2
  },
  "place": {
    "hpwlAfterDp_mm": 1.51,
    "gp_congestion": 0.729,
    "buffer_ports.inserted": 32,
    "pre_cts_slack_ns": -0.229
  },
  "synthesis": {
    "ys_seq_elements": 31,
    "ys_seq_frac": 0.725,
    "ys_types": 7,
    "synthesis.yosys.warnings": 1,
    "syn-mean-instance-area_um2": 12.6,
    "syn_inst": 68,
    "mappedNetlistArea_um2": 856,
    "yosys-stat-area_um2": 856,
    "cell_count_listed_in_synth_stat_txt": 68
  },
  "critical_path": {
    "worst_r2r_path_depth": 4,
    "crit_path_max_fanout": 2,
    "rrSetupSlack_ns": 0.06,
    "cp.arrival_ns": 1.10,
    "worst_r2r_endpoint": "data_out[0]$_SDFF_PP1_",
    "endpoint_kind": "register",
    "timing.rr.start": "data_out[1]$_SDFF_PP1_",
    "timing.critical_path.required_ns": 1.17,
    "crit_path_start_kind": "register",
    "timing.setup.critical_path_class": "register to register",
    "setup.worst_path.start": "data_out[1]$_SDFF_PP1_"
  },
  "flow_run": {
    "warning_count": 25,
    "max-cap-violations": 0
  },
  "global_routing": {
    "grt_max_degree": 21,
    "grt_first_pass_wirelength_mm": 3.46,
    "grt_antenna_before_repair": 0,
    "global_route.usage.total": 0.0440,
    "grt_pass1_vias": 639,
    "grt-ovfl-total": 0
  },
  "power_and_ir_drop": {
    "power_leakage_nw": 0.467,
    "power_per_cell_area_nw_per_um2": 1940,
    "vdd_ir_drop_max_mv": 0.841,
    "totalPowerFinal_mw": 2.56
  },
  "hold_path": {
    "min_to": "data_out[15]$_SDFF_PP1_",
    "timing.hold.worst.class": "register to register",
    "min_delay_src": "data_out[14]$_SDFF_PP1_",
    "hold_depth": 1
  },
  "timing": {
    "totalNegativeSetupSlack_ns": 0,
    "grt_setup_unrepaired": "no",
    "fin_crit_ns": 0.938,
    "maxSlewViolCount": 0,
    "fmaxAchievable_mhz": 1070,
    "hold_slack_ns": 0.414,
    "final.period_utilization": 0.938,
    "clock_skew_ns": 0.00998,
    "final.setup.worst_slack_ns": 0.0621,
    "timing.final.hold_violations": 0,
    "timing_worst_slew_pin_value_ns": 0.167,
    "setup_violations": 0,
    "maxSlewHeadroom": 0.888
  },
  "die": {
    "core_util_floorplan": 0.136,
    "die-area_um2": 10000,
    "placeableCoreArea_um2": 6280,
    "fp.dieH_um": 100,
    "std_cell_rows": 29,
    "num_io_pins": 33,
    "die.size.x_um": 100
  },
  "final_layout": {
    "flip_flop_count_of_the_largest_register_after_layout": 31,
    "layout_top_registers": "data_out: 31 flops",
    "area_growth_pct": 54.5,
    "share_of_post_route_cells_with_drive_strength_above_1": 0.705,
    "largest_register": "data_out"
  }
}
## per-stage QoR
stage               std cells  utilization  area (µm²)
CTS                       188        0.222        1390
global route              189        0.211        1320
detailed placement        179        0.206        1290
global placement          179        0.206        1290
floorplan                  68            -         856
finish                    189        0.211        1320
## report_power, final
| group | internal (mW) | switching [mW] |
|---|---|---|
| clock network | 0.805 | 0.449 |
| registers | 1.25 | 0.00582 |
| logic | 0.0295 | 0.0243 |
| total | 2.08 | 0.479 |
## worst max path at each step
stage | to | slack [ns] | depth (start not counted)
global route | data_out[0]$_SDFF_PP1_ | 0.02 | 4
finish | data_out[0]$_SDFF_PP1_ | 0.06 | 4
CTS | data_out[26] | 0.001 | 1
## routing by layer
layer / vias to the layer above / global-route usage / wire length [µm]
met4: 0 / 0.00761 / 27
met3: 5 / 0.0298 / 290
met2: 23 / 0.0617 / 869
met5: - / 0 / 0
li1: 288 / - / -
met1: 261 / 0.0557 / 924
## repair_timing
item                       4_1_cts  5_1_grt
hold buffers                     0        0
gates resized                  109       21
buffers inserted                 1        1
cloned                           0        0
setup endpoints to repair       31       21
## cells in the mapped netlist
library cell               instances  area [µm²]
sky130_fd_sc_hd__dfxtp_1          31         621
sky130_fd_sc_hd__nand2b_1          1        6.26
sky130_fd_sc_hd__or2_2             1        6.26
sky130_fd_sc_hd__xnor2_1           1        8.76
sky130_fd_sc_hd__xor2_1            2        17.5
sky130_fd_sc_hd__buf_2             3        15.0
sky130_fd_sc_hd__or2_1            29         181
## critical path, stage by stage (launching register included)
cell and delay (ns):
sky130_fd_sc_hd__dfxtp_2 0.32, sky130_fd_sc_hd__buf_4 0.13, sky130_fd_sc_hd__xor2_1 0.16, sky130_fd_sc_hd__xnor2_1 0.16, sky130_fd_sc_hd__nand2b_1 0.06
## cells in the final DEF (no fill, tap or decap), types with 6 or more instances in the layout
cell,instances
sky130_fd_sc_hd__clkbuf_2,18
sky130_fd_sc_hd__or2_1,29
sky130_fd_sc_hd__dfxtp_2,31
sky130_fd_sc_hd__clkbuf_8,6
sky130_fd_sc_hd__buf_2,13
sky130_fd_sc_hd__buf_4,6
## cell families (layout without fill, tap and decap cells)
kind of cell,Yosys count,after routing,share of synthesized area
simple gates,31,31,0.227
buf+inv,3,47,0.0175
flops,31,31,0.725
xor+xnor,3,3,0.0307
## layout make-up
class / instances / area, µm²
Timing Repair Buffer: 39 / 221
Clock inverter: 2 / 35.0
Tap cell: 77 / 96.3
Clock buffer: 6 / 82.6
Sequential cell: 31 / 659
Fill cell: 688 / 4950
Multi-Input combinational cell: 34 / 228
