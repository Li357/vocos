`/design/flow/config.mk`:
```
export PLATFORM = sky130hd
export DESIGN_NAME = pdm
export DESIGN_NICKNAME = pdm
export VERILOG_FILES = /design/flow/design.v
export SDC_FILE = /design/flow/constraint.sdc
export NUM_CORES = 4
export LEC_CHECK = 1
export CORE_UTILIZATION = 40
```
`/design/flow/constraint.sdc`:
```
current_design pdm

set clk_period 8.1
set clk_io_pct 0.2

create_clock -name clk0 -period $clk_period [get_ports {clk_in}]

set non_clock_inputs [all_inputs -no_clocks]
set_input_delay [expr $clk_period * $clk_io_pct] -clock clk0 $non_clock_inputs
set_output_delay [expr $clk_period * $clk_io_pct] -clock clk0 [all_outputs]
```
`/design/flow/design.v`:
```
package constants;
  parameter SYNTH_CYCLES = 512;
  parameter PDM_CYCLES = 8;
  parameter SYNTH_WIDTH = 24;
  parameter SYNTH_PHASE_ACC_BITS = 24;
  parameter N_FILTERS = 16;
  parameter MIDI_BYTES = 24;
endpackage
`timescale 1 ns / 1 ps
`default_nettype none
module pdm #(parameter WIDTH = 16)
(
  input wire clk_in,
  input wire [WIDTH-1:0] data_in,
  input wire rst_in,
  output logic data_out
);
  localparam MAX = 2 ** WIDTH - 1;
  logic [WIDTH-1:0] error_0;
  logic [WIDTH-1:0] error_1;
  logic [WIDTH-1:0] error;
  always @(posedge clk_in) begin
    error_1 <= error + MAX - data_in;
    error_0 <= error - data_in;
  end
  always_ff @(posedge clk_in) begin
    if (rst_in) begin
      data_out <= 0;
      error <= 0;
    end else if (data_in >= error) begin
      data_out <= 1;
      error <= error_1;
    end else begin
      data_out <= 0;
      error <= error_0;
    end
  end
endmodule
`default_nettype wire
```
`/design/flow/run.sh`:
```
#!/bin/bash
# OpenROAD 26Q1-2900-gdf79404cd8, Yosys 0.63+post, stock flow scripts
make -C /OpenROAD-flow-scripts/flow DESIGN_CONFIG=/design/flow/config.mk WORK_HOME=/design/flow/orfs finish
```
==> impl_metrics.yaml <==
# generated from flow reports
status:
  status: "complete, no violations"
grt:
  grt_pass1_vias: 1773
  grt.total_usage: 0.1471
  grt_pass1_wl_um: 8197
  antenna_found_initial: 0
  grt_max_degree: 34
  overflow: 0
detailed_routing:
  via_per_inst: 4.862
  antenna_left: 0
  drc: 0
  drtIter0Drc: 83
  totalWireLength_um: 4685
  antenna_cells: 0
  firstDrtPassIters: 4
  route.vias.total: 1828
  post_drt_wl_per_cell_um: 12.46
pwr:
  p_per_area_nw_per_um2: 414.1
  p_leak_uw: 0.001333
  vdd_ir_drop_max_mv: 0.1738
cts:
  htreeDepth: 2
  hold_buffers: 0
  cts_root_buffer: "clkbuf_8"
  cts_setup_buffers: 0
  worstSkewPairLatency_ps: 290
  cts_buffer_depth: 2
  cts.repair.resized: 0
  cts_tree: "built"
  clkTransAtPathRegs_ps: 80
  clock_sinks: 49
  numCtsBuffers: 5
synth:
  top_area_cell: "dfxtp_1"
  edf_count: 0
  async_reset_ff_frac: 0
  ys.flop_type: "dfxtp_1"
  top_cell_area_share: 0.3721
  yosys_area_sq_um: 2636
  yosysUniqueCellTypes: 38
  synth_area_sq_um: 2636
  yosys_cells: 287
  yosysWarnings: 1
  synthTopCellsByArea: "dfxtp_1 (37%), ha_1 (8.1%), nand2b_1 (7.8%)"
  syn_inst: 287
  synth_seq_share: 0.3721
  syn_area_per_cell_sq_um: 9.186
  ys_ff: 49
placed_design:
  gp_congestion: 0.8513
  dp_hpwl_um: 3529
  io_buffers: 18
floorplan:
  die_area_sq_um: 6920
  row_count: 29
  fp_util: 0.4152
  die_h_um: 83.19
  fp.dieW_um: 83.19
  io_pins: 19
  core_sq_um: 6350
timing:
  rsz0062_at_grt: "false"
  slew_headroom: 0.5938
  finClkSkew_ps: 8.552
  finalMaxSlewViolations: 0
  min_period_ps: 3947
  setup_viol: 0
  hold_violations: 0
  fin_crit_sh: 0.4873
  worst_pin_slew_ps: 609.3
  setup_tns_ps: 0
  clock.fmax_mhz: 253.3
final_layout:
  final_util: 0.4567
  area_growth_pct: 10.01
  layout_top_cell: "dfxtp_1"
  drive_above_1_share: 0.05017
  logic_area_sq_um: 1448
  ff_latch_area_sq_um: 980.9
  n_fill_cell: 615
  lay_top_cells: "dfxtp_1 (49), nand2b_1 (33), inv_1 (26), a21oi_1 (26)"
worst_setup_path:
  worstSetupPathType: "in -> reg"
  endpoint_kind: "flop"
  startpoint: "data_in[5]"
  reg2reg_from: "error[5]$_SDFF_PP0_"
  critPathMaxFanout: 9
  start_kind: "input port"
  arrival_ps: 4180
  crit_required_ps: 8330
hold_path:
  hp-class: "reg -> reg"
  hold_start: "error_0[0]$_DFF_P_"
flow_run:
  cap_violations: 0
  warnings: 26
## registers in the layout, indices dropped and copies added (netlist names)
signal    count
error_1      16
error        16
data_out      1
error_0      16
## report_power, final
part	switching [uW]	total [uW]	internal (uW)	leakage, uW
clock	74.0	134	59.9	0.0000450
sequential	33.9	414	380	0.000412
combinational	366	653	287	0.000876
## through the flow
stage / worst slack [ps] / area (sq um) / total power, uW / hold WS [ps] / instances
after floorplan: 4808 / 2636 / 969.4 / 434.3 / 287
after global placement: 3856 / 2818 / 1074 / 439.3 / 368
after detailed placement: 3782 / 2818 / 1074 / 446.8 / 368
after CTS: 4096 / 2900 / 1215 / 459.3 / 376
after global routing: 3933 / 2900 / 1315 / 472.4 / 376
final: 4153 / 2900 / 1201 / 455.5 / 376
## Yosys cell counts (3+ instances only)
library cell  count
dfxtp_1          49
buf_2             9
nand2b_1         33
a21oi_1          26
xor2_1            8
inv_1            26
buf_6             3
nand2_1           9
ha_1             17
clkbuf_1          3
nand3_1           6
o211ai_1          3
nor3_1            4
xnor2_1          18
o21ai_0          12
o21a_1            6
nor2_1           12
mux2i_1          16
## logic make-up after synthesis
family / synth area share
compound gates: 0.1561
xor+xnor: 0.08638
fa+ha+maj: 0.09587
buf+inv: 0.07878
flops: 0.3721
mux: 0.06075
simple gates: 0.1500
## worst max-delay path: stages
cell and delay (ps):
clkdlybuf4s50_1 450, inv_1 40, ha_1 400, a21oi_1 320, o221ai_4 210, o21ai_1 160
a22o_1 460, buf_4 310, mux2i_1 190
## per-layer routing
metal | part of all wire | vias up | global-route usage
met5 | 0 | - | 0
met3 | 0.030 | 8 | 0.02220
met4 | 0.015 | 0 | 0.01724
met1 | 0.53 | 817 | 0.2351
li1 | - | 983 | -
met2 | 0.42 | 20 | 0.2228
## cell type report
cell class	count	area share
clock buffers	6	0.02502
clock inverters	2	0.003451
inverters	26	0.03365
multi-input cells	196	0.4991
flip-flops and latches	49	0.3382
well taps	77	0.03322
repair buffers	20	0.06730
## path summary, 6_finish.rpt
| kind | depth (start not counted) | slack (ps) | to |
|---|---|---|---|
| hold / removal | 2 | 460 | error[0]$_SDFF_PP0_ |
| setup reg to reg | 7 | 5680 | error[3]$_SDFF_PP0_ |
| setup / recovery | 9 | 4150 | error[3]$_SDFF_PP0_ |
| hold reg to reg | 2 | 460 | error[0]$_SDFF_PP0_ |
Power is estimated from default activity; no workload was simulated.
